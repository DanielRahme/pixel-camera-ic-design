### flow/design.v
`timescale 1ms / 1ms
module controller(
    input Reset,
    input Clk,
    input Exp_increase,
    input Exp_decrease,
    input Init,
    output reg NRE_1,
    output reg NRE_2,
    output reg ADC,
    output reg Erase,
    output reg Expose
    );
    reg [2:0] state = 0;
    parameter IDLE = 0, EXPOSURE=1, READOUT_1=2, WAIT=3, READOUT_2=4;
    reg exp_start = 0;
    reg readout_start = 0;
    reg [4:0] exp_counter = 0;  
    reg [2:0] readout_counter = 0;  
    reg [4:0] exp_limit  = 10;
    reg [2:0] readout_limit  = 7;
    always @(posedge Clk) begin
        if (Reset == 1) begin
            NRE_1 <= 1;
            NRE_2 <= 1;
            ADC <= 0;
            Erase <= 1;
            Expose <= 0;
            state <= IDLE;
            exp_start <= 0;
            exp_counter <= 0;
            readout_start <= 0;
            readout_counter <= 0;
        end else begin
            case (state)
                IDLE: begin
                    NRE_1 <= 1;
                    NRE_2 <= 1;
                    ADC <= 0;
                    Erase <= 1;
                    Expose <= 0;
                    exp_start <= 0;
                    exp_counter <= 0;
                    readout_start <= 0;
                    readout_counter <= 0;
                    if (Init == 1) begin
                        state <= EXPOSURE;
                    end
                end
                EXPOSURE: begin
                    Erase <= 0;
                    Expose <= 1;
                    exp_start <= 1;
                    if (exp_counter == exp_limit) begin
                        state <= READOUT_1;
                        Expose <= 0;
                    end
                end
                READOUT_1: begin
                    Expose <= 0;
                    exp_start <= 0;
                    exp_counter <= 0;
                    NRE_1 <= 0;
                    readout_start <= 1;
                    ADC <= (readout_counter == 4) ? 1 : 0;
                    if (readout_counter == readout_limit) begin
                        state <= WAIT;
                    end
                end
                WAIT: begin
                    readout_counter <= 0;
                    readout_start <= 0;
                    ADC <= 0;
                    NRE_1 <= 1;
                    NRE_2 <= 1;
                    state <= READOUT_2;
                end
                READOUT_2: begin
                    NRE_2 <= 0;
                    readout_start <= 1;
                    ADC <= (readout_counter == 4) ? 1 : 0;
                    if (readout_counter == readout_limit) begin
                        state <= IDLE;
                    end
                end
                default: begin
                    Expose <= 0;
                    exp_start <= 0;
                    state <= IDLE;
                end
            endcase
        end
    end
    always @(posedge Clk) begin
        if (Reset == 1) begin
            exp_limit <= 10;
        end else if (Exp_increase == 1) begin
            exp_limit <= (exp_limit >= 70 
                            ? 70 
                            : exp_limit + 1);
        end else if (Exp_decrease == 1) begin
            exp_limit <= (exp_limit <=2 
                            ? 2 
                            : exp_limit - 1);
        end
    end
    always @(posedge Clk)
    begin
        if (Reset) begin
            exp_counter <= 0;
        end else if (exp_start) begin
            exp_counter <= exp_counter + 1;
        end
    end
    always @(posedge Clk)
    begin
        if (Reset) begin
            readout_counter <= 0;
        end else if (readout_start) begin
            readout_counter <= readout_counter + 1;
        end
    end
endmodule
### flow/run.sh
#!/bin/bash
# OpenROAD 26Q1-2900-gdf79404cd8, Yosys 0.63+post, stock flow scripts
make -C /OpenROAD-flow-scripts/flow DESIGN_CONFIG=/design/flow/config.mk WORK_HOME=/design/flow/orfs finish
### flow/config.mk
export PLATFORM = sky130hd
export DESIGN_NAME = controller
export DESIGN_NICKNAME = controller
export VERILOG_FILES = /design/flow/design.v
export SDC_FILE = /design/flow/constraint.sdc
export NUM_CORES = 4
export LEC_CHECK = 1
export CORE_AREA = 10 10 75 75
export DIE_AREA = 0 0 85 85
### flow/constraint.sdc
current_design controller

set clk_period 1.7
set clk_io_pct 0.2

create_clock -name clk0 -period $clk_period [get_ports {Clk}]

set non_clock_inputs [all_inputs -no_clocks]
set_input_delay [expr $clk_period * $clk_io_pct] -clock clk0 $non_clock_inputs
set_output_delay [expr $clk_period * $clk_io_pct] -clock clk0 [all_outputs]
==> impl_metrics.yaml <==
# generated from flow reports
power:
  vdd_drop_max_mv: 0.280
  total_leakage_power_nw: 0.311
  power.density_cell_area_nw_per_um2: 883
  total_power_mw: 0.747
worst_setup_path:
  worst_r2r_path_depth: 5
  regToRegEndpoint: "exp_limit[4]$_SDFFE_PP0P_"
  worst_ep_required_time_ns: 1.86
  setup.reg_to_reg.worst_slack_ns: 0.30
  critical_path.reg2reg.startpoint: "exp_limit[1]$_SDFFE_PP1P_"
  arrival_ns: 1.63
  cp_max_fo: 8
  slowest_delay_ns: 0.54
  crit_path_end: "exp_limit[4]$_SDFFE_PP0P_"
  critPathCaptureType: "flip-flop"
  timing_worst_setup_path_type: "in -> reg"
  cp_slowest_cell: "sky130_fd_sc_hd__clkdlybuf4s50_1"
  critical_path.cell_chain: "clkdlybuf4s50_1, nor2b_2, nand3_1, or2_1, a221oi_2"
  cp-startpoint: "Exp_increase"
  setup.worst_path.start_class: "input pin"
clock_network:
  htree_num_levels: 1
  tritoncts: "yes"
  clock_tree.buffer_depth: 2
  clock_insertion_delay_worst_skew_ns: 0.24
  cts_num_sinks: 12
  clockRootBuffer: "sky130_fd_sc_hd__clkbuf_8"
  cts.hold.buffers_added: 0
  clk_pin_slew_ns: 0.06
  numCtsBuffers: 3
  ctsResizeCount: 0
  cts_post_setup_buffers_inserted: 0
synthesis:
  synth_area_leader_cell: "sky130_fd_sc_hd__dfxtp_1"
  async_reset_ff_frac: 0
  netlist_top_cells_area: "sky130_fd_sc_hd__dfxtp_1 36%, sky130_fd_sc_hd__a41oi_1 3.9%, sky130_fd_sc_hd__a21oi_1 3.7%, sky130_fd_sc_hd__ha_1 3.7%, sky130_fd_sc_hd__buf_6 3.3%"
  syn_area_per_cell_um2: 8.24
  yosys_warnings: 17
  post_synth_tally_of_flip_flops_with_integrated_enable: 0
  yosys-stat-cells: 82
  synth.distinct_cells: 38
  synth_flop_count: 12
  top_cell_area_share: 0.356
  yosysSeqAreaShare: 0.356
  netlist_area_um2: 676
  postSynth.topFlopCell: "sky130_fd_sc_hd__dfxtp_1"
  ys_area_um2: 676
  synthesis.instances: 82
routing:
  finalWirelength_mm: 1.51
  n_antenna_cell: 0
  detail_route.drc_violations: 0
  post_drt_wl_per_cell_um: 10.8
  drt_iter0_drc: 17
  drt_pre_antenna_iters: 4
  vias: 608
  detail-route-antenna-nets: 0
  post_drt_via_cell_ratio: 4.34
timing:
  slew_violations: 0
  final.setup_skew_ns: 0.00513
  hold_viol_final: 0
  post_layout_period_usage: 0.866
  post-route-worst-setup-slack_ns: 0.227
  timing.final.crit_period_ns: 1.47
  setup_viol_count_final: 0
  grt_setup_unrepaired: "false"
  max_freq_mhz: 679
  worst_hold_slack_ns: 0.467
  final.setup.tns_ns: 0
die:
  core_util_floorplan: 0.167
  std_cell_rows: 23
  fp.dieArea_um2: 7230
  coreArea_um2: 4060
  die.size.x_um: 85
  die_h_um: 85
  top_level_ports: 10
final_layout:
  post_route_cells_drive_above_1_share: 0.133
  area_delta_synth_final_pct: 25.2
  stdcell_area_um2: 846
global_route:
  grt_use_total: 0.0419
  grt_antenna_before_repair: 0
  grt-ovfl-total: 0
  largest_net_degree_at_the_start_of_global_routing: 10
  grt_first_pass_wirelength_mm: 2.73
  grt_pass1_vias: 619
placed_design:
  hpwl_mm: 1.13
  number_of_port_buffers: 8
  gpl.final_weighted_congestion: 0.803
  detailedPlace.worstSlack_ns: 0.00127
  placed_area_um2: 791
min_path:
  hold_class: "reg -> reg"
outcome:
  status: "finished clean"
flow_run:
  maxCapViolations: 0
  openroad_warnings: 26
-- metrics by stage --
stage,utilization,std cells
floorplan,-,82
global placement,0.195,136
detailed placement,0.195,136
CTS,0.208,140
global route,0.208,140
finish,0.208,140
-- state kept, by name (all words and copies together), names as in the netlist --
register   flops
NRE_1          1
NRE_2          1
Erase          1
Expose         1
state          3
exp_limit      5
-- placed cells by master, fill, tap and decap left out, types with 3 or more instances in the layout --
| cell | n |
|---|---|
| sky130_fd_sc_hd__nor2_1 | 5 |
| sky130_fd_sc_hd__nand2_1 | 4 |
| sky130_fd_sc_hd__inv_1 | 6 |
| sky130_fd_sc_hd__nand3_1 | 4 |
| sky130_fd_sc_hd__o21ai_0 | 3 |
| sky130_fd_sc_hd__clkdlybuf4s50_1 | 8 |
| sky130_fd_sc_hd__a21oi_1 | 5 |
| sky130_fd_sc_hd__dfxtp_1 | 12 |
| sky130_fd_sc_hd__a41oi_1 | 3 |
| sky130_fd_sc_hd__clkbuf_8 | 4 |
| sky130_fd_sc_hd__and3_1 | 3 |
-- layer usage --
layer / vias up / GRT usage / routed length, µm
li1: 312 / - / -
met1: 279 / 0.0545 / 750
met2: 13 / 0.0654 / 666
met3: 4 / 0.0125 / 73
met4: 0 / 0.0120 / 17
met5: - / 0 / 0
-- cell families after synthesis --
family                   Yosys count  share of synthesized area
flip-flops                        12                      0.356
other                              1                    0.00555
AND-OR/OR-AND                     25                      0.263
AND/OR/NAND/NOR                   28                      0.224
buffers and inverters             13                      0.102
XOR/XNOR                           1                     0.0130
adder cells (fa/ha/maj)            2                     0.0370
-- layout make-up --
class                   count  area, µm²
fillers                   435       3210
multi-input cells          57        367
inverters                   7       26.3
repair buffers             10       95.1
flip-flops and latches     12        240
clock buffers               4       55.1
well taps                  50       62.6
-- critical path, delay by kind of cell --
family	cells	cell delay, ns
buffers and inverters	1	0.54
and+or+nand+nor	3	0.52
AOI/OAI and AO/OA	1	0.22
-- synth_stat cells (2+ instances only) --
cell type,n
sky130_fd_sc_hd__a41oi_1,3
sky130_fd_sc_hd__a21oi_1,5
sky130_fd_sc_hd__nor2_1,5
sky130_fd_sc_hd__dfxtp_1,12
sky130_fd_sc_hd__buf_6,2
sky130_fd_sc_hd__a31oi_1,2
sky130_fd_sc_hd__o21ai_0,3
sky130_fd_sc_hd__nand3_1,4
sky130_fd_sc_hd__nand2_1,4
sky130_fd_sc_hd__nor3_1,2
sky130_fd_sc_hd__and3_1,3
sky130_fd_sc_hd__inv_1,6
sky130_fd_sc_hd__o21ai_1,2
sky130_fd_sc_hd__ha_1,2
sky130_fd_sc_hd__nor2b_1,2
sky130_fd_sc_hd__clkbuf_1,2
sky130_fd_sc_hd__or2_1,2
-- where the power goes --
part / internal (mW) / switching [mW] / total (mW)
clock: 0.204 / 0.106 / 0.311
combinational: 0.0575 / 0.0546 / 0.112
sequential: 0.298 / 0.0263 / 0.324
total: 0.560 / 0.187 / 0.747
-- worst min path at each step --
stage,start,endpoint,slack [ns],cells past startpoint
final,NRE_1$_SDFFE_PP1P_,NRE_1$_SDFFE_PP1P_,0.47,2
after global routing,NRE_1$_SDFFE_PP1P_,NRE_1$_SDFFE_PP1P_,0.53,2
after CTS,NRE_1$_SDFFE_PP1P_,NRE_1$_SDFFE_PP1P_,0.47,2
Power and IR drop assume default switching activity.
